--- flow/run.sh ---
#!/bin/bash
# OpenROAD 26Q1-2900-gdf79404cd8, Yosys 0.63+post, stock flow scripts
make -C /OpenROAD-flow-scripts/flow DESIGN_CONFIG=/design/flow/config.mk WORK_HOME=/design/flow/orfs finish
--- flow/constraint.sdc ---
current_design counter_4bit

set clk_period 1.2
set clk_io_pct 0.2

create_clock -name clk0 -period $clk_period [get_ports {clk}]

set non_clock_inputs [all_inputs -no_clocks]
set_input_delay [expr $clk_period * $clk_io_pct] -clock clk0 $non_clock_inputs
set_output_delay [expr $clk_period * $clk_io_pct] -clock clk0 [all_outputs]
--- flow/config.mk ---
export PLATFORM = sky130hd
export DESIGN_NAME = counter_4bit
export DESIGN_NICKNAME = counter_4bit
export VERILOG_FILES = /design/flow/design.v
export SDC_FILE = /design/flow/constraint.sdc
export NUM_CORES = 4
export LEC_CHECK = 1
export CORE_AREA = 10 10 70 70
export DIE_AREA = 0 0 80 80
--- flow/design.v ---
module counter_4bit (
    input wire clk,           
    input wire reset,         
    output reg [3:0] count    
);
    always @(posedge clk) begin
        if (reset)
            count <= 4'b0000;      
        else
            count <= count + 1;    
    end
endmodule
==> results.ini <==
[final_timing]
relSlewSlack = 0.906
maxSlewViolCount = 0
hold_viol = 0
tns_ps = 0
rsz0062_at_grt = false
max_freq_mhz = 937
tightest_slew_ps = 139
fin_worst_skew_ps = 3.65
setup-violations-final = 0
post-route-period-util = 0.890
fin_crit_ps = 1070
timing.final.ws_setup_ps = 133

[worst_setup_path]
worstSetupPathType = flip-flop to output port
r2r-start = count[2]$_SDFF_PP0_
start_kind = flip-flop
crit_required_ps = 960
cp.buffers_inverters = 1
crit_family = flip-flops
critical_path_arrival_ps = 830
r2r_cells = 3
rr_endpoint = count[3]$_SDFF_PP0_
critical_path.cell_chain = dlygate4sd2_1
cp_slowest_stage_delay_ps = 350
end_kind = output port
cpMaxStageDelayCell = dfxtp_1
reg2reg_slack_ps = 240
cp_max_fo = 3

[run]
warnings = 25
maxCapViolCount = 0

[power]
p_switching_uw = 78.2
seqPwrFrac = 0.413
powerDensity_mw_per_mm2 = 1170
vdd_ir_drop_max_uv = 139
p_sw_frac = 0.217
share_comb_of_total_power = 0.112
power.share.clock = 0.475
internal_power_uw = 281
power_leakage_nw = 0.133

[min_path]
hp-class = flip-flop to flip-flop
hold_path_end = count[0]$_SDFF_PP0_
holdPathStages = 2
min_from = count[0]$_SDFF_PP0_

[logic_synthesis]
ff_type = dfxtp_1
edf_count = 0
syn_area_sq_um = 145
top_area_frac = 0.552
synthCells = 13
synth_area_per_cell_sq_um = 11.2
synth.largest_area_cell = dfxtp_1
yosysUniqueCellTypes = 7
top_cells_by_count = dfxtp_1, nor2_1, nor2b_1
ys_cells = 13
most_common_cell = dfxtp_1
yosysChipArea_sq_um = 145
ys_seq_share = 0.552
numSynthFlops = 4
yosysWarnings = 1
area_leaders = dfxtp_1, mux2_4, ha_1
async_flop_share = 0

[clocking]
cts.sinks = 4
cts.htree.levels = 1
cts_tree = yes
clock_latency_ps = 240
cts_max_path_buffers = 2
cts_buffers = 3
cts_root_buffer = clkbuf_4
path_clk_slew_ps = 40

[floorplanning]
die_h_microns = 80
core_sq_mm = 0.00342
fp_util = 0.0425
rows = 21
dieArea_sq_mm = 0.00640
dieWidth_microns = 80
ioPinCount = 6

[finish]
area_growth_pct = 111
reg_top3 = count: 4 flops
drive_gt1_frac = 0.440
fin_util = 0.0897
largest_reg_flops = 4
final_area_sq_um = 307
top_register = count

[detailed_routing]
via_count = 139
drt-initial-drc-count = 5
drcViolationCount = 0
drt_first_pass_iters = 2
avgRoutedWirePerCell_microns = 6.74
antenna_left = 0
wl_microns = 485
drt-vias-per-instance = 1.93

[global_routing]
grt_max_degree = 4
overflow = 0
track_usage = 0.0176
grt_pass1_wl_microns = 765
grt_pass1_vias = 158
antenna_found_initial = 0

[place]
hpwlAfterDp_microns = 309
port_buffers = 5
place_ws_ps = 26.2
place_congestion = 0.674
place_area_sq_um = 260

[status]
outcome = finished, final reports clean

power by group through the flow:
stage	logic [mW]	clock network [mW]	registers (mW)
CTS	0.0415	0.178	0.148
global route	0.0469	0.189	0.149
finish	0.0404	0.171	0.148
layout make-up:
type / count / area (sq um)
antenna: 1 / 2.50
clock buffer: 3 / 22.5
fill: 401 / 3110
multi-input combinational: 9 / 65.1
sequential: 4 / 83.8
tap: 46 / 57.6
timing repair buffer: 9 / 75.1
layer usage:
| layer | share of wire | global-route usage |
|---|---|---|
| met1 | 0.32 | 0.0120 |
| met2 | 0.32 | 0.0193 |
| met3 | 0.36 | 0.0352 |
| met4 | 0 | 0.00528 |
| met5 | 0 | 0 |
repair_timing:
item,in CTS,in global routing
hold buffers,0,0
resized,7,0
setup endpoints to repair,4,0
buffers inserted,3,0
through the flow:
stage                     total power [mW]  std cells  hold slack, ps
after floorplan                      0.160         13             307
after CTS                            0.368         71             500
after detailed placement             0.190         65             455
final                                0.360         72             496
after global placement               0.187         65             442
after global routing                 0.385         71             512
kinds of logic (layout without fill, tap and decap cells):
| family | Yosys count | in the layout | synth area share |
|---|---|---|---|
| AND/OR/NAND/NOR | 6 | 6 | 0.198 |
| other | 0 | 1 | 0 |
| adder cells (fa/ha/maj) | 1 | 1 | 0.0862 |
| flip-flops | 4 | 4 | 0.552 |
| XOR/XNOR | 1 | 1 | 0.0604 |
| multiplexers | 1 | 1 | 0.103 |
| buffers and inverters | 0 | 12 | 0 |
placed cells by master (no fill, tap or decap), types with 2 or more instances in the layout:
cell           count
buf_4              4
dlygate4sd2_1      4
nor2_1             3
nor2b_1            2
clkbuf_4           3
dfxtp_2            3
how the worst max path moves through the flow:
stage                          startpoint       end  slack [ps]  cells past startpoint
final                 count[1]$_SDFF_PP0_  count[1]         130                      1
after global routing  count[1]$_SDFF_PP0_  count[1]          80                      1
after CTS             count[1]$_SDFF_PP0_  count[1]         100                      1
Power figures rest on the tool's default switching activity, not on a simulated workload.
