`flow/config.mk`:
```
export PLATFORM = sky130hd
export DESIGN_NAME = fsm1011
export DESIGN_NICKNAME = fsm1011
export VERILOG_FILES = /design/flow/design.v
export SDC_FILE = /design/flow/constraint.sdc
export NUM_CORES = 4
export LEC_CHECK = 1
export CORE_AREA = 10 10 70 70
export DIE_AREA = 0 0 80 80
```
`flow/constraint.sdc`:
```
current_design fsm1011

set clk_period 1.3
set clk_io_pct 0.2

create_clock -name clk0 -period $clk_period [get_ports {clk}]

set non_clock_inputs [all_inputs -no_clocks]
set_input_delay [expr $clk_period * $clk_io_pct] -clock clk0 $non_clock_inputs
set_output_delay [expr $clk_period * $clk_io_pct] -clock clk0 [all_outputs]
```
`flow/design.v`:
```
module fsm1011 (
    input wire clk,
    input wire rst,
    input wire x,
    output reg y
);
    reg [2:0] ps, ns;
    parameter s0 = 3'd0,
              s1 = 3'd1,
              s2 = 3'd2,
              s3 = 3'd3;
    always @(posedge clk) begin
        if (rst)
            ps <= s0;
        else
            ps <= ns;
    end
    always @(*) begin
        case (ps)
            s0: begin
                y = 0;
                if (x) ns = s1;
                else   ns = s0;
            end
            s1: begin
                y = 0;
                if (x) ns = s1;
                else   ns = s2;
            end
            s2: begin
                y = 0;
                if (x) ns = s3;
                else   ns = s0;
            end
            s3: begin
                if (x) begin
                    y = 1;  
                    ns = s1;
                end else begin
                    y = 0;
                    ns = s2;
                end
            end
            default: begin
                y = 0;
                ns = s0;
            end
        endcase
    end
endmodule
```
`flow/run.sh`:
```
#!/bin/bash
# OpenROAD 26Q1-2900-gdf79404cd8, Yosys 0.63+post, stock flow scripts
make -C /OpenROAD-flow-scripts/flow DESIGN_CONFIG=/design/flow/config.mk WORK_HOME=/design/flow/orfs finish
```
==> job_summary.md <==
## PnR job results

| Metric | Value |
|---|---|
| Hold Path Depth | 3 |
| Clk ins delay skew pair | around 0.23 ns |
| Library cells used by synthesis | 8 |
| Critical path type | reg2out |
| Clock transition at path regs | 0.04 ns |
| Max FFs per register | 4 |
| Row Count | 21 |
| Die H | about 80 um |
| Bufs and invs on worst path | 1 |
| Cells on worst reg2reg path | 3 |
| CTS sink cnt | 4 |
| Psw | between 50 and 60 uW |
| First-pass GRT wire length | a little under 500 um |
| Grt ovf | 0 |
| Arrival time worst endpoint | about 0.94 ns |
| Post-route ant nets | 0 |
| Gate power share | 0.066 |
| Share of cells above drive strength 1 | 0.450 |
| Period utilization | 0.922 |
| Status | finished, final reports clean |
| Largest net degree at the start of global routing | 5 |
| Pins over their slew limit | 0 |
| Slowest-stage cell, CP | dfxtp_2 |
| WL final | 311 um |
| MI comb area | between 50 and 60 um^2 |
| Die Span X | roughly 80 um |
| Inst Count DP | between 60 and 70 |
| Top reg by flops | ps |
| Clk root buf | clkbuf_4 |
| Fill cells | between 400 and 500 |
| YS warnings | 1 |
| Worst IR Drop VDD | 189 uV |
| Rel. slew slack | 0.897 |
| Register area share after synthesis | 0.577 |
| Mapped Cells | 12 |
| Htree depth | 1 |
| WL/cell | roughly 4.7 um |
| Tmin final | roughly 1.2 ns |
| RSZ-0062 raised after global routing | no |
| Cells in synth_stat.txt | 12 |
| Total GRT Usage | 0.0118 |
| CP required | between 1 and 1.5 ns |
| Delay-heaviest family, CP | flip-flops |
| CTS Buffer Depth | 2 |
| Core box area | between 0.003 and 0.004 mm^2 |
| Area reported by Yosys stat | ~140 um^2 |
| CTS tree | yes |
| Iteration-0 DRC Markers | 2 |
| I/O pins | 4 |
| Crit Path Max Fanout | 2 |
| DIE AREA | 0.00640 mm^2 |
| Routed vias/inst | approximately 1.6 |
| Biggest regs | ps x4 |
| Worst-case hold slack | around 0.46 ns |
| Slew @ Worst Pin | 0.153 ns |
| Final worst slack | just over 0.1 ns |
| Sw Share | 0.191 |
| Flop area | roughly 80 um^2 |
| Sequential Power Share | 0.437 |
| GP Congestion | 0.608 |
| CP peak stage delay | 0.30 ns |
| Initial antenna violation count | 0 |
| I/O Buffers | 3 |
| Number of logged tool warnings | 25 |
| Number of global-route vias before repair | approximately 110 |
| Setup WS pre-CTS | -0.285 ns |
| # diodes | 0 |
| Vias | 104 |
| Initial Utilization | 0.0407 |
| Cts bufs inserted | 3 |
| Area Growth Syn to Fin | 89.2% |
| Skew final | about 0.0030 ns |
| Worst path depth | 2 |
| MaxCap Viol Count | 0 |
| Hold Crit Class | in2reg |
| Final setup viols | 0 |
| Syn_area_per_cell | 11.6 um^2 |
| Drt first pass iters | 2 |
| Reg2reg setup slack | 0.58 ns |
| Clk pwr share | 0.497 |
| Setup TNS Final | 0 ns |
| Post-synth regs | 4 |
| DRC viols | 0 |
| CP Capture Type | primary output |
| Leakage | a little under 0.1 nW |
| Post-Syn Area | between 100 and 150 um^2 |
| Int Pwr | around 240 uW |
| Pwr dens | approximately 1200 mW/mm^2 |
| Fin. Hold Viols | 0 |
| Finished Layout Cells | 66 |
| F_max | approximately 830 MHz |
| CP Cell Sequence | and2_2 > dlygate4sd2_1 |
| CP startpoint kind | flip-flop |
-- synth_stat cells --
master / n / area share
nor3_2: 1 / 0.072
o21bai_1: 1 / 0.054
nor3b_2: 1 / 0.090
dfxtp_1: 4 / 0.58
nor2_1: 2 / 0.054
and3b_1: 1 / 0.063
nor3_1: 1 / 0.036
and2_2: 1 / 0.054
-- layout make-up --
class / count / area share
flip-flops and latches: 4 / 0.310
repair buffers: 5 / 0.162
multi-input cells: 8 / 0.224
clock buffers: 3 / 0.0857
well taps: 46 / 0.219
-- timing repair --
item | in CTS | in global routing
endpoints found under the setup margin | 1 | 0
buffers inserted | 1 | 0
hold buffers | 0 | 0
gates resized | 3 | 0
-- worst register-to-register path, stage by stage (launching register included) --
cell	delay, ns
dfxtp_2	0.30
buf_4	0.13
nor3_2	0.12
nor3b_2	0.06
-- kinds of logic (layout without fill, tap and decap cells) --
group,count (synthesis),after routing,share of synthesized area
AND/OR/NAND/NOR,7,7,0.369
flip-flops,4,4,0.577
AND-OR/OR-AND,1,1,0.0541
buffers and inverters,0,8,0
-- cell usage in the layout, fill, tap and decap left out, types with 2 or more instances in the layout --
master	n
nor2_1	2
buf_4	2
clkbuf_4	3
dlygate4sd2_1	2
dfxtp_1	3
-- per-layer routing --
layer	vias up	part of all wire	wire length [um]	GRT usage
met1	40	0.39	120	0.0106
met5	-	0	0	0
met3	0	0.40	124	0.0295
met2	7	0.21	66	0.00562
li1	57	-	-	-
met4	0	0	0	0.00352
-- metrics by stage --
step	cell area (um^2)	utilization	total power [mW]
after floorplan	139	-	0.142
after global placement	234	0.0685	0.153
after detailed placement	234	0.0685	0.155
after CTS	263	0.0769	0.310
after global routing	263	0.0769	0.329
final	263	0.0769	0.302
-- final timing paths --
path              start     to
hold reg to reg   ps[1]  ps[3]
hold / removal        x  ps[1]
setup / recovery  ps[3]      y
setup reg to reg  ps[3]  ps[2]
-- power groups by stage --
stage	sequential (mW)	combinational [mW]	clock [mW]
4_1_cts	0.132	0.0203	0.157
5_1_grt	0.133	0.0214	0.175
6_report	0.132	0.0198	0.150
Power figures rest on the tool's default switching activity, not on a simulated workload.
